==> design.v <==
module Registers(clk, Read_register_1, Read_register_2, RegWrite, Write_register, Write_data, Read_data_1, Read_data_2);
	input [4:0] Read_register_1, Read_register_2, Write_register;
	input clk, RegWrite;
	input [63:0] Write_data;
	output [63:0] Read_data_1, Read_data_2;
	reg [63:0] registers[31:0];
	always @(posedge clk)
		if(RegWrite) registers[Write_register] = Write_data;
	assign Read_data_1 = (Read_register_1 == 0) ? 0 : registers[Read_register_1];
	assign Read_data_2 = (Read_register_2 == 0) ? 0 : registers[Read_register_2];
endmodule
module ALU(ALUOp, Read_data_1, Read_data_2, ALUResult, Zero);
	input [3:0] ALUOp;
	input [63:0] Read_data_1, Read_data_2;
	output reg [63:0] ALUResult;
	output Zero;
	always @(*) begin
		case (ALUOp)
			4'b0000 : ALUResult = Read_data_1 & Read_data_2;
			4'b0001 : ALUResult = Read_data_1 | Read_data_2;
			4'b0010 : ALUResult = Read_data_1 + Read_data_2;
			4'b0110 : ALUResult = Read_data_1 - Read_data_2;
			default : ALUResult = 0;
		endcase
	end
	assign Zero = (ALUResult == 64'b0);
endmodule
module ImmGen(Instruction, imm);
	input [31:0] Instruction;
	output reg [63:0] imm;
	always @(*) begin
		case (Instruction[6:0])
			7'b0000011 : imm = {{53{Instruction[31]}}, Instruction[30:20]};		 
			7'b0100011 : imm = {{53{Instruction[31]}}, Instruction[30:25], Instruction[11:7]};	 
			7'b1100011 : imm = {{53{Instruction[31]}}, Instruction[7], Instruction[30:25], Instruction[11:8]};	 
			default : imm = 64'hxxxxxxxxxxxxxxxx;
		endcase
	end
endmodule
module DataPath(clk, reset, Instruction, RegWrite, MemtoReg, ALUSrc, ALUCo, ALUResult, Read_data_2, Zero, pc, PCSrc, Read_data);
	input clk, reset, PCSrc;
	input [31:0] Instruction;
	input [63:0] Read_data;
	output reg [63:0] pc;
	wire [63:0] pcnext, pcplus4, pcBranch, result;
	output [63:0] Read_data_2;
	wire [63:0] Read_data_1, Write_data, imm_or_reg_data;
	input RegWrite, ALUSrc, MemtoReg;
	input [3:0] ALUCo;
	output [63:0] ALUResult;
	output Zero;
	wire [63:0] imm, imm_shifted;
	ImmGen immgen(Instruction, imm);
	assign imm_shifted = {imm[62:0], 1'b0};
	assign pcBranch = pc + imm_shifted;
	assign pcplus4 = pc + 64'b100;
	assign pcnext = PCSrc ? pcBranch : pcplus4;
	always @(posedge clk, posedge reset)
		if(reset) pc <= 0;
		else pc <= pcnext;
	Registers registers(clk, Instruction[19:15], Instruction[24:20], RegWrite, Instruction[11:7], Write_data, Read_data_1, Read_data_2);
	assign imm_or_reg_data = ALUSrc ? imm : Read_data_2;	
	ALU alu(ALUCo, Read_data_1, imm_or_reg_data, ALUResult, Zero);
	assign result = MemtoReg ? Read_data : ALUResult;
endmodule
module Control(opcode, Branch, MemRead, MemtoReg, ALUOp, MemWrite, ALUSrc, RegWrite);
	input [6:0] opcode;
	output Branch, MemRead, MemtoReg, MemWrite, ALUSrc, RegWrite;
	output [1:0] ALUOp;
	reg [7:0] ct;
	assign {ALUSrc, MemtoReg, RegWrite, MemRead, MemWrite, Branch, ALUOp} = ct;
	always @(*)
		case (opcode)
			7'b0110011 : ct = 8'b00100010;	 
			7'b0000011 : ct = 8'b11110000;	 
			7'b0100011 : ct = 8'b10001000;	 
			7'b1100011 : ct = 8'b00000101;	 
			default : ct = 8'bxxxxxxxx;
		endcase
endmodule
module ALUcontrol(ALUOp, funct3, funct7, ALUco);
	input [1:0] ALUOp;
	input [2:0] funct3;
	input [6:0] funct7;
	output reg [3:0] ALUco;
	wire [9:0] funct = {funct7[6:0], funct3[2:0]};
	always @(*)
		case (ALUOp)
			2'b00 : ALUco = 4'b0010;	 
			2'b01 : ALUco = 4'b0110;	 
			default : case (funct)
					10'b0000000000 : ALUco = 4'b0010;	 
					10'b0100000000 : ALUco = 4'b0110;	 
					10'b0000000111 : ALUco = 4'b0000;	 
					10'b0000000110 : ALUco = 4'b0001;	 
					default : ALUco = 4'bxxxx;
			endcase
		endcase
endmodule
module ControlUnits(Instruction, Zero, MemRead, MemtoReg, MemWrite, ALUSrc, RegWrite, ALUCo, PCSrc);
	input [31:0] Instruction;
	input Zero;
	output MemRead, MemtoReg, MemWrite, ALUSrc, RegWrite, PCSrc;
	output [3:0] ALUCo;
	wire Branch;
	wire [1:0] ALUOp;
	Control control(Instruction[6:0], Branch, MemRead, MemtoReg, ALUOp, MemWrite, ALUSrc, RegWrite);
	ALUcontrol alu_control(ALUOp, Instruction[14:12], Instruction[31:25], ALUCo);
	assign PCSrc = Branch & Zero;
endmodule
module RISCV(clk, reset, Instruction, Read_data, Write_data, ALUResult, pc, MemRead, MemWrite);
	input clk, reset;
	input [31:0] Instruction;
	output [63:0] pc;
	wire PCSrc;
	wire RegWrite, MemtoReg, ALUSrc;
	input [63:0] Read_data;
	output [63:0] Write_data;
	wire Zero;
	wire [3:0] ALUCo;
	output [63:0] ALUResult;
	output MemRead, MemWrite;
	ControlUnits cu(Instruction, Zero, MemRead, MemtoReg, MemWrite, ALUSrc, RegWrite, ALUCo, PCSrc);
	DataPath dp(clk, reset, Instruction, RegWrite, MemtoReg, ALUSrc, ALUCo, ALUResult, Write_data, Zero, pc, PCSrc, Read_data);
endmodule
==> run.sh <==
#!/bin/bash
# OpenROAD 26Q1-2900-gdf79404cd8, Yosys 0.63+post, stock flow scripts
make -C /OpenROAD-flow-scripts/flow DESIGN_CONFIG=/design/flow/config.mk WORK_HOME=/design/flow/orfs finish
==> config.mk <==
export PLATFORM = sky130hd
export DESIGN_NAME = RISCV
export DESIGN_NICKNAME = RISCV
export VERILOG_FILES = /design/flow/design.v
export SDC_FILE = /design/flow/constraint.sdc
export NUM_CORES = 4
export LEC_CHECK = 1
export CORE_UTILIZATION = 30
==> constraint.sdc <==
current_design RISCV

set clk_period 14.1
set clk_io_pct 0.2

create_clock -name clk0 -period $clk_period [get_ports {clk}]

set non_clock_inputs [all_inputs -no_clocks]
set_input_delay [expr $clk_period * $clk_io_pct] -clock clk0 $non_clock_inputs
set_output_delay [expr $clk_period * $clk_io_pct] -clock clk0 [all_outputs]
==> run notes <==
fresh numbers from the pnr run: IO Port Bufs=157, hold depth=1, total die size=33,200 um2, Site Rows=65, Pwr Density=114 nW/um2, Max H-tree Level=3, number of global-route vias before repair=9,470, initial antenna violation count=0, Reg2Reg Depth=13, Mapped Cells=1,376, Tmin final=10.93 ns, Core Region=31,700 um2, Most flops, register=dp.pc, Post-synth top flop=dfrtp_1, Critical Path RT=11.28 ns, placement-stage cell area=11,400 um2, max reg flops=63, R2R Setup Slk=9.79 ns, relative slew slack=49.0%, Vias=10.0k, Critical R2R Launch=dp.pc[1], CP max FO=16, Num CTS Buffers=9, post-detailed-route count of antenna-violating nets=0, clk root buf=clkbuf_16, Peak Freq=91.5 MHz, pin count of the biggest net entering global routing=69, hold_buf cts=0, Die X-Extent=182 um, status=finished clean, Yosys warnings=70, Avg WL per Cell=15.7 um, Leakage Power=5.01 nW, CP Capture Point=ALUResult[53], dominant logic cell type in the layout=nand2_1, first-pass GRT wire length=49.5 mm, DRT Pass-1 Iters=5, Vias/cell=5.27, Tot GR Track Use=18.4%, Resized cells post-CTS=0, Avg Inst Size Synth=7.08 um2, yosys synthesis chip area=9740 um2, Synthesized registers=63, die height=182 um, synthesized area=9740 um2, most numerous logic cells after layout=173 x nand2_1, 156 x clkdlybuf4s50_1, 135 x nor2_1, Final period util=77.5%, area growth from synthesis to layout=20.3%, FP Util=30.7%, CTS sink cnt=63, drc violations=0, final hold violation count=0, drt initial violations=626, Peak supply drop=0.0634 mV, Async SR Flop Fraction=100%, final core utilization=36.9%, Setup crit start=Instruction[5], clk buf depth=2, Clock Skew=0.00949 ns, fillcell total=3,295, Critical Path Sink Type=primary output, Remaining Overflow, GRT=0, Setup-failing EPs final=0, Seq/Total Area, Yosys=16.2%, # Cells Yosys=1,376, Hold Crit Class=flip-flop to flip-flop, Reg clk slew, reported paths=0.05 ns, biggest regs=dp.pc: 63 flops, Hold Slack=0.493 ns, gp weighted congestion=0.916, clock latency (worst-skew pair)=0.34 ns, Slew @ Worst Pin=0.762 ns, count of library flops with an enable pin=0, reg-to-reg endpoint=dp.pc[63], drt total wl=29.8 mm, Unique cell types=68, layout cells sized above 1=4.07%, setup_tns=0 ns, final tally of max-slew violations=0, post-layout instance area=11,700 um2, postcts setup bufs=0, IO Pins=292, CP Launch Type=input pin, number of diodes=0, Worst EP arrival=8.11 ns, DP HPWL=23.0 mm, CTS tree=built, Max-Cap Viols=0, tool warning count=94, RSZ-0062 raised after global routing=false, critical setup path kind=input pin to primary output
-- kinds of logic (layout without fill, tap and decap cells) --
group	Yosys count	count (layout)	synth area share (%)
other	1	65	0.0385
xor gates and xnor gates	132	132	11.9
and+or+nand+nor	547	547	26.9
buffers and inverters	160	218	8.84
adders and majority gates	80	80	10.4
DFF	63	63	16.2
muxes	17	17	1.84
AOI/OAI and AO/OA	376	376	24.0
-- metal layers --
metal,global-route usage [%],vias up,wire (um)
met4,4.24,0,721
met1,26.2,4636,14000
met5,0,-,0
li1,-,5068,-
met2,29.1,265,13500
met3,3.15,46,1540
-- cell type report --
cell class | instances | area (um2) | area share, %
Multi-Input combinational cell | 1217 | 7560 | 64.6
Timing Repair Buffer | 172 | 1680 | 14.3
Sequential cell | 63 | 1580 | 13.5
Tap cell | 402 | 503 | 4.29
Clock buffer | 13 | 260 | 2.22
Inverter | 30 | 113 | 0.962
Clock inverter | 3 | 17.5 | 0.150
-- worst min-delay path by stage --
stage	from	endpoint	slack, ns
4_1_cts	dp.pc[63]	dp.pc[63]	0.49
5_1_grt	dp.pc[63]	dp.pc[63]	0.53
6_report	dp.pc[63]	dp.pc[63]	0.49
-- metrics by stage --
| step | power (mW) | std cells | worst slack, ns |
|---|---|---|---|
| final | 1.33 | 1900 | 3.17 |
| after global routing | 1.46 | 1900 | 2.78 |
| after CTS | 1.34 | 1900 | 3.20 |
| after detailed placement | 1.11 | 1884 | 3.23 |
| after global placement | 1.12 | 1884 | 3.27 |
| after floorplan | 0.807 | 1440 | 4.54 |
-- critical path, stage by stage --
cell,delay [ns]
clkdlybuf4s50_1,0.81
or3b_1,0.44
a221o_1,0.45
nor2_1,0.47
a21oi_1,0.16
ha_1,0.37
nand2_1,0.12
or3_1,0.41
o41ai_1,0.63
nand3_2,0.22
or4b_1,0.55
a21oi_1,0.17
clkdlybuf4s50_1,0.48
-- cells in the mapped netlist (8+ instances only) --
cell type | number | area share (%)
nand2_1 | 173 | 6.7
nor2_1 | 135 | 5.2
o21ai_0 | 118 | 6.1
a21oi_1 | 103 | 5.3
xnor2_1 | 83 | 7.5
ha_1 | 79 | 10
buf_4 | 68 | 5.2
dfrtp_1 | 63 | 16
nand3_1 | 55 | 2.8
clkbuf_1 | 52 | 2.0
xor2_1 | 49 | 4.4
a21o_1 | 35 | 2.7
nand4_1 | 35 | 2.2
and3_1 | 30 | 1.9
inv_1 | 30 | 1.2
nor3_1 | 29 | 1.5
a31oi_1 | 19 | 1.2
nor4_1 | 17 | 1.1
o21bai_1 | 17 | 1.3
or3_1 | 16 | 1.0
o21a_1 | 11 | 0.85
mux2i_1 | 10 | 1.0
nor2b_1 | 10 | 0.64
a211oi_1 | 8 | 0.62
a311oi_1 | 8 | 0.72
o31ai_1 | 8 | 0.62
-- report_power, final --
group / internal, mW / switching (mW) / leakage, nW / total, mW
Combinational: 0.417 / 0.393 / 4.09 / 0.810
Sequential: 0.227 / 0.0823 / 0.788 / 0.309
Clock: 0.128 / 0.0850 / 0.136 / 0.213
Total: 0.772 / 0.561 / 5.01 / 1.33
Power and IR drop assume default switching activity.
